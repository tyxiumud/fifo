File: /design/flow/config.mk
export PLATFORM = sky130hd
export DESIGN_NAME = FIFO
export DESIGN_NICKNAME = FIFO
export VERILOG_FILES = /design/flow/design.v
export SDC_FILE = /design/flow/constraint.sdc
export NUM_CORES = 4
export LEC_CHECK = 1
export CORE_UTILIZATION = 50
File: /design/flow/constraint.sdc
current_design FIFO

set clk_period 4.7
set clk_io_pct 0.2

create_clock -name clk0 -period $clk_period [get_ports {i_rclk}]
create_clock -name clk1 -period $clk_period [get_ports {i_wclk}]

set non_clock_inputs [all_inputs -no_clocks]
set_input_delay [expr $clk_period * $clk_io_pct] -clock clk0 $non_clock_inputs
set_output_delay [expr $clk_period * $clk_io_pct] -clock clk0 [all_outputs]
File: /design/flow/design.v
module FIFO #(  parameter DATASIZE = 8,
                parameter ADDRSIZE = 4)(
    input   wire    [DATASIZE  -1: 0]       i_wdata                                      ,
    input   wire                            i_w_en                                       ,
    input   wire                            i_wclk                                       ,
    input   wire                            i_wrst_n                                     ,
    input   wire                            i_r_en                                       ,
    input   wire                            i_rclk                                       ,
    input   wire                            i_rrst_n                                     ,
    output  wire    [DATASIZE  -1: 0]       o_rdata                                      ,
    output  wire                            o_wfull_flag                                 ,
    output  wire                            o_rempty_flag                                     
);
wire [ADDRSIZE: 0] wptr;
wire [ADDRSIZE: 0] wptr_sync;
wire [ADDRSIZE-1: 0] waddr;
wire [ADDRSIZE: 0] rptr;
wire [ADDRSIZE: 0] rptr_sync;
wire [ADDRSIZE-1: 0] raddr;
wire rrst_n;
wire wrst_n;
SYNC_RST U_SYNC_RST_0(
    .i_clk                                                 (i_rclk                                                ),
    .i_rst_n                                               (i_rrst_n                                              ),
    .o_rst_n                                               (rrst_n                                                )
);
SYNC_RST U_SYNC_RST_1(
    .i_clk                                                 (i_wclk                                                ),
    .i_rst_n                                               (i_wrst_n                                              ),
    .o_rst_n                                               (wrst_n                                                )
);
FIFO_MEM #(
    .DATASIZE                                              (8                                                     ),
    .ADDRSIZE                                              (4                                                     ))
U_FIFO_MEM_0(
    .i_wdata                                               (i_wdata                                               ),
    .i_waddr                                               (waddr                                                 ),
    .i_raddr                                               (raddr                                                 ),
    .i_w_en                                                (i_w_en                                                ),
    .i_wfull_flag                                          (o_wfull_flag                                          ),
    .i_wclk                                                (i_wclk                                                ),
    .o_rdata                                               (o_rdata                                               )
);
WPTR_FULL #(
    .ADDRSIZE                                              (4                                                     ))
U_WPTR_FULL_0(
    .i_rptr_sync                                           (rptr_sync                                             ),
    .i_w_en                                                (i_w_en                                                ),
    .i_wclk                                                (i_wclk                                                ),
    .i_wrst_n                                              (wrst_n                                                ),
    .o_wfull_flag                                          (o_wfull_flag                                          ),
    .o_waddr                                               (waddr                                                 ),
    .o_wptr                                                (wptr                                                  )
);
SYNC_W2R #(
    .ADDRSIZE                                              (4                                                     ))
U_SYNC_W2R_0(
    .i_rclk                                                (i_rclk                                                ),
    .i_rrst_n                                              (rrst_n                                                ),
    .i_wptr                                                (wptr                                                  ),
    .o_wptr_sync                                           (wptr_sync                                             )
);
SYNC_R2W #(
    .ADDRSIZE                                              (4                                                     ))
U_SYNC_R2W_0(
    .i_wclk                                                (i_wclk                                                ),
    .i_wrst_n                                              (wrst_n                                                ),
    .i_rptr                                                (rptr                                                  ),
    .o_rptr_sync                                           (rptr_sync                                             )
);
RPTR_EMPTY #(
    .ADDRSIZE                                              (4                                                     ))
U_RPTR_EMPTY_0(
    .i_wptr_sync                                           (wptr_sync                                             ),
    .i_r_en                                                (i_r_en                                                ),
    .i_rclk                                                (i_rclk                                                ),
    .i_rrst_n                                              (rrst_n                                                ),
    .o_rempty_flag                                         (o_rempty_flag                                         ),
    .o_raddr                                               (raddr                                                 ),
    .o_rptr                                                (rptr                                                  )
);
endmodule
module FIFO_MEM #(  parameter DATASIZE = 8,
                    parameter ADDRSIZE = 4)(
    input   wire    [DATASIZE -1: 0]          i_wdata                                      ,
    input   wire    [ADDRSIZE -1: 0]          i_waddr                                      ,
    input   wire    [ADDRSIZE -1: 0]          i_raddr                                      ,
    input   wire                              i_w_en                                       ,
    input   wire                              i_wfull_flag                                 ,
    input   wire                              i_wclk                                       ,
    output  wire    [DATASIZE -1: 0]          o_rdata
);
localparam DATADEPTH = 1<<ADDRSIZE;
reg [DATASIZE - 1: 0] mem [DATADEPTH-1:0];
assign o_rdata = mem[i_raddr];
always @ (posedge i_wclk)begin 
    if((i_w_en == 1'b1) && (i_wfull_flag == 1'b0)) 
        mem[i_waddr] <= i_wdata;
end
endmodule
module RPTR_EMPTY #(parameter ADDRSIZE = 4)(
    input   wire    [ADDRSIZE  : 0]          i_wptr_sync                                  ,
    input   wire                             i_r_en                                       ,
    input   wire                             i_rclk                                       ,
    input   wire                             i_rrst_n                                     ,
    output  reg                              o_rempty_flag                                ,
    output  wire    [ADDRSIZE-1: 0]          o_raddr                                      ,
    output  reg     [ADDRSIZE  : 0]          o_rptr
);
reg [ADDRSIZE:0] rbin;
wire [ADDRSIZE:0] r_gray_next;
wire [ADDRSIZE:0] r_bin_next;
wire rempty_flag;
always @ (posedge i_rclk or negedge i_rrst_n)begin
    if(i_rrst_n == 1'b0)begin
        rbin <= 0;
        o_rptr <= 0;
    end 
    else begin 
        rbin <= r_bin_next;
        o_rptr <= r_gray_next;
    end
end
assign o_raddr = rbin[ADDRSIZE-1:0];
assign r_bin_next = rbin + ((i_r_en == 1'b1) && (o_rempty_flag == 1'b0));
assign r_gray_next = (r_bin_next >> 1) ^ r_bin_next;
assign rempty_flag = (r_gray_next == i_wptr_sync);
always @ (posedge i_rclk or negedge i_rrst_n) begin
    if(i_rrst_n == 1'b0)
        o_rempty_flag <= 1'b1;
    else 
        o_rempty_flag <= rempty_flag;
end
endmodule
module SYNC_R2W #( parameter ADDRSIZE = 4 )(
    input   wire                              i_wclk                                       ,
    input   wire                              i_wrst_n                                     ,
    input   wire    [ADDRSIZE   : 0]          i_rptr                                       ,
    output  reg     [ADDRSIZE   : 0]          o_rptr_sync                                  
);
reg [ADDRSIZE :0] rptr_ff;
always @ (posedge i_wclk or negedge i_wrst_n)begin
    if(i_wrst_n == 1'b0)begin 
        rptr_ff <= 0;
        o_rptr_sync <= 0;
    end
    else begin 
        rptr_ff <= i_rptr;
        o_rptr_sync <= rptr_ff;
    end
end
endmodule
module SYNC_RST(
    input   wire                            i_clk                                        ,
    input   wire                            i_rst_n                                      ,
    output  wire                            o_rst_n                                      
        );
reg ff1;
reg ff2;
always @ (posedge i_clk or negedge i_rst_n)begin
    if(i_rst_n == 1'b0)begin
        ff1 <= 1'b0;
        ff2 <= 1'b0;
    end
    else begin
        ff1 <= 1'b1;
        ff2 <= ff1;
    end
end
assign o_rst_n = ff2;
endmodule
module SYNC_W2R #( parameter ADDRSIZE = 4 )(
    input   wire                              i_rclk                                       ,
    input   wire                              i_rrst_n                                     ,
    input   wire    [ADDRSIZE   : 0]          i_wptr                                       ,
    output  reg     [ADDRSIZE   : 0]          o_wptr_sync                                  
);
reg [ADDRSIZE :0] wptr_ff;
always @ (posedge i_rclk or negedge i_rrst_n)begin
    if(i_rrst_n == 1'b0)begin 
        wptr_ff <= 0;
        o_wptr_sync <= 0;
    end
    else begin 
        wptr_ff <= i_wptr;
        o_wptr_sync <= wptr_ff;
    end
end
endmodule
module WPTR_FULL #(parameter ADDRSIZE = 4)(
    input   wire    [ADDRSIZE  : 0]          i_rptr_sync                                  ,
    input   wire                             i_w_en                                       ,
    input   wire                             i_wclk                                       ,
    input   wire                             i_wrst_n                                     ,
    output  reg                              o_wfull_flag                                 ,
    output  wire    [ADDRSIZE-1: 0]          o_waddr                                      ,
    output  reg     [ADDRSIZE  : 0]          o_wptr
);
reg [ADDRSIZE:0] wbin;
wire [ADDRSIZE:0] w_gray_next;
wire [ADDRSIZE:0] w_bin_next;
wire wfull_flag;
always @ (posedge i_wclk or negedge i_wrst_n)begin
    if(i_wrst_n == 1'b0)begin
        wbin <= 0;
        o_wptr <= 0;
    end 
    else begin 
        wbin <= w_bin_next;
        o_wptr <= w_gray_next;
    end
end
assign o_waddr = wbin[ADDRSIZE-1:0];
assign w_bin_next = wbin + ((i_w_en == 1'b1) && (o_wfull_flag == 1'b0));
assign w_gray_next = (w_bin_next >> 1) ^ w_bin_next;
assign wfull_flag = (w_gray_next == {~i_rptr_sync[ADDRSIZE:ADDRSIZE-1],i_rptr_sync[ADDRSIZE-2:0]});
always @ (posedge i_wclk or negedge i_wrst_n)begin
    if(i_wrst_n == 1'b0)
        o_wfull_flag <= 1'b0;
    else 
        o_wfull_flag <= wfull_flag;
end
endmodule
File: /design/flow/run.sh
#!/bin/bash
# OpenROAD 26Q1-2900-gdf79404cd8, Yosys 0.63+post, stock flow scripts
make -C /OpenROAD-flow-scripts/flow DESIGN_CONFIG=/design/flow/config.mk WORK_HOME=/design/flow/orfs finish
==> ci_impl_report.md <==
### Yosys + OpenROAD results

| Metric | Value |
|---|---|
| Yosys stat chip area | about 0.0065 mm^2 |
| DR vias/cell | approximately 5.4 |
| NetSw | 0.001507 W |
| CTS resizes | 0 |
| Crit Path Max Fanout | 17 |
| Min-Delay Path Class | flop to flop |
| CP delay by family, top | flip-flops |
| Drt wl/cell | 21.15 um |
| Slowest stage cell on the critical path | dfrtp_2 |
| First-pass GRT wire length | between 15,000 and 20,000 um |
| Maximum VDD drop | around 470 uV |
| FFs w/ async S/R, synth | approximately a quarter |
| Most frequent cell after synthesis | edfxtp_1 |
| Register share of total power | between 40% and 50% |
| Mapped Area | roughly 0.0065 mm^2 |
| Worst hold slack | ~0.20 ns |
| Crit path depth | 5 |
| Worst Path Arrival | roughly 2.6 ns |
| CP Class | flop to output port |
| Detailed Place HPWL | around 7300 um |
| Slew @ Worst Pin | between 0.8 and 0.9 ns |
| Largest stage delay, worst path | between 0.7 and 0.8 ns |
| CORE AREA | 0.01267 mm^2 |
| Internal | ~0.0036 W |
| Syn-to-layout area delta | 18.49% |
| WL final | approximately 12,000 um |
| Placer congestion estimate | roughly 0.80 |
| DRT Pass-1 Iters | 4 |
| CTS tree | yes |
| Final TNS setup | 0 ns |
| DRT antenna net count | 0 |
| Fin cells | between 500 and 600 |
| CP Capture Type | output port |
| Setup crit start kind | flop |
| Share of post-route cells with drive strength above 1 | between 20% and 30% |
| Largest net degree at the start of global routing | 36 |
| I/O pin count | 24 |
| Slew margin rel. | 46.14% |
| DR iter-0 viols | between 150 and 200 |
| Worst path cell trace | buf_12 -> mux4_2 -> a22oi_1 -> nand2_1 -> clkdlybuf4s50_1 |
| Xor+xnor area frac | under 10% |
| Final setup fails | 0 |
| Synth cell types | 32 |
| Top cells by area | edfxtp_1 59%, dfrtp_1 17%, mux4_2 11% |
| Top cell area share | between 50% and 60% |
| Reg-to-Reg End | U_RPTR_EMPTY_0.o_rempty_flag$_DFF_PN1_ |
| DRC | 0 |
| LEAKAGE | ~2.7 nW |
| Initial antenna violation count | 0 |
| Setup slack, reg-to-reg | between 2 and 2.5 ns |
| Tool Warnings | 27 |
| Clk slew on worst S/H paths | 0.06 ns |
| Hold violation total from the final report | 0 |
| WP data required | around 3.8 ns |
| Unrepaired setup endpoints after global routing | no |
| Ys flops | around 170 |
| Max-Cap Viols | 0 |
| Number of global-route vias before repair | around 3,300 |
| Placed Cells | approximately 530 |
| Critical path origin | U_RPTR_EMPTY_0.rbin[0]$_DFF_PN0_ |
| Syn_area_per_cell | 19.79 um^2 |
| CP bufs+invs | 2 |
| Cell Pwr Density | between 600 and 700 mW/mm^2 |
| Commonest cells in the netlist | 128 x edfxtp_1, 43 x dfrtp_1, 32 x mux4_2 |
| Status | complete, no violations |
| Post-CTS setup buffers | 0 |
| Slew Viols, Final | 0 |
| Simple share | 3.920% |
| Ys flop type | edfxtp_1 |
| Site Rows | 41 |
| Crit path to | o_rdata[1] |
| Antenna diode count | 0 |
| YS warnings | 6 |
| Largest family of logic cells by area | multiplexers |
| Clock Power Share | between 20% and 30% |
| Combinational power share | between 20 and 30% |
| Cell count after synthesis | 329 |
| Sequential area share after synthesis | between 70% and 80% |
| Fp_density | 51.39% |
| Yosys Instances | roughly 330 |
| Horiz. Die Dim | roughly 120 um |
| Hold-fix buffers, CTS | 0 |
| Sw Ratio | between 20% and 30% |
| Reg2Reg Depth | 6 |
| Total Routing Usage GR | 21.77% |
| Adder share | 0.9608% |
| Die Size | roughly 0.013 mm^2 |
| Layout Skew | ~0.0068 ns |
| Die height | between 100 and 150 um |
| Gr ovfl total | 0 |
| Compound Share, Synth | ~2.6% |
| Flip-flops with a built-in enable | between 100 and 150 |
| Synth mux share | roughly 11% |
| I/O Buffers | 22 |
| Reg-to-reg critical path startpoint | U_RPTR_EMPTY_0.rbin[0]$_DFF_PN0_ |
| Via count | ~3,000 |
| Clk sinks | between 150 and 200 |
| Yosys top cell by area | edfxtp_1 |
==> layout make-up <==
cell class / instances / area, um^2
inverter: 2 / 7.507
clock buffer: 23 / 564.3
tap: 172 / 215.2
multi-input combinational: 141 / 1488
sequential: 172 / 4947
clock inverter: 13 / 117.6
fill: 913 / 4956
timing repair buffer: 41 / 375.4
==> placed cells by master (no fill, tap or decap), drive strengths merged, types with 13 or more instances in the layout <==
master	Yosys	layout
nor2	17	17
mux4	32	32
buf	10	19
clkdlybuf4s50	0	22
nand2	15	15
xor2	13	13
edfxtp	128	128
a22oi	16	16
dfrtp	43	43
clkbuf	5	23
==> worst min path at each step <==
stage / startpoint / end / cells past startpoint / slack [ns]
4_1_cts: U_RPTR_EMPTY_0.o_rptr[3]$_DFF_PN0_ / U_SYNC_R2W_0.rptr_ff[3]$_DFF_PN0_ / 0 / 0.19
5_1_grt: U_RPTR_EMPTY_0.o_rptr[3]$_DFF_PN0_ / U_SYNC_R2W_0.rptr_ff[3]$_DFF_PN0_ / 0 / 0.21
6_report: U_RPTR_EMPTY_0.o_rptr[3]$_DFF_PN0_ / U_SYNC_R2W_0.rptr_ff[3]$_DFF_PN0_ / 0 / 0.20
==> stage by stage <==
stage | cell area [um^2] | setup slack (ns) | power [W] | util (%)
after floorplan | 6515 | 1.986 | 0.003145 | -
after global placement | 7033 | 1.357 | 0.003672 | 55.51
after detailed placement | 7033 | 1.292 | 0.003674 | 55.51
after CTS | 7715 | 1.106 | 0.005224 | 60.89
after global routing | 7715 | 0.9612 | 0.005438 | 60.89
final | 7715 | 1.160 | 0.005155 | 60.89
==> routing by layer <==
layer	up-vias	share of wire [%]	GRT usage, %
met5	-	0	0
met4	0	1.2	2.564
met3	12	9.9	10.94
met2	113	46	29.60
met1	1557	43	37.94
li1	1375	-	-
==> registers in the layout, summed over array words and instances, names as in the netlist, 5 cells and up <==
signal                    cells
U_RPTR_EMPTY_0.o_rptr         5
U_WPTR_FULL_0.o_wptr          5
U_SYNC_R2W_0.rptr_ff          5
U_SYNC_R2W_0.o_rptr_sync      5
U_SYNC_W2R_0.wptr_ff          5
U_SYNC_W2R_0.o_wptr_sync      5
U_FIFO_MEM_0.mem            128
==> worst reg2reg max path: stages (launching register included) <==
cell and delay [ns]:
dfrtp_2 0.75, ha_1 0.31, ha_1 0.29, xor2_2 0.28
xor2_1 0.13, or3_1 0.37, a2111oi_2 0.38
==> power groups by stage <==
stage	sequential (W)	combinational (W)	clock (W)
finish	0.00214	0.00149	0.00152
global route	0.00219	0.00164	0.00161
CTS	0.00215	0.00152	0.00155
==> cells by family after synthesis <==
family          Yosys count
mux                      32
xor+xnor                 27
fa+ha+maj                 5
compound gates           20
buf+inv                  17
flops                   172
other cells               1
simple gates             55
Power is estimated from default activity; no workload was simulated.
